**flow/config.mk**
```make
export PLATFORM = sky130hd
export DESIGN_NAME = counter10
export DESIGN_NICKNAME = counter10
export VERILOG_FILES = /design/flow/design.v
export SDC_FILE = /design/flow/constraint.sdc
export NUM_CORES = 4
export LEC_CHECK = 1
export CORE_AREA = 10 10 70 70
export DIE_AREA = 0 0 80 80
```
**flow/constraint.sdc**
```tcl
current_design counter10

set clk_period 1.1
set clk_io_pct 0.2

create_clock -name clk0 -period $clk_period [get_ports {clk}]

set non_clock_inputs [all_inputs -no_clocks]
set_input_delay [expr $clk_period * $clk_io_pct] -clock clk0 $non_clock_inputs
set_output_delay [expr $clk_period * $clk_io_pct] -clock clk0 [all_outputs]
```
**flow/design.v**
```verilog
module counter10(
	input		rstn,
	input		clk,
	output[3:0]	cnt,
	output		cout
);
reg[3:0]	cnt_tmp;
always@( posedge clk or negedge rstn )
begin
	if(!rstn) begin
		cnt_tmp <= 4'b0;
	end
	else if (cnt_tmp == 4'd9) begin
		cnt_tmp <= 4'b000;
	end
	else begin
		cnt_tmp <= cnt_tmp + 1'b1;
	end
end
assign cout = (cnt_tmp == 4'd9);
assign cnt = cnt_tmp;
endmodule
```
**flow/run.sh**
```bash
#!/bin/bash
# OpenROAD 26Q1-2900-gdf79404cd8, Yosys 0.63+post, stock flow scripts
make -C /OpenROAD-flow-scripts/flow DESIGN_CONFIG=/design/flow/config.mk WORK_HOME=/design/flow/orfs finish
```
==> flow_summary_export.csv <==
group,metric,value,unit
outcome,status,"complete, but fails checks",
outcome,violations,"setup timing",
finish,regMostFlops,"cnt_tmp",
cts,cts_max_level,1,
power,p_sw_share,18.0,%
routing,drc,0,
routing,wirelength,600,µm
synth,ys_warn_count,1,
final_timing,setup_viol,2,
min_path,hp-class,"input port to async pin",
final_timing,maxSlewViolCount,0,
critical_path,criticalPathCategory,"flip-flop to output pin",
cts,cts_root_buffer,"clkbuf_4",
critical_path,endpoint_kind,"output pin",
finish,final_cell_area,417,µm²
floorplanning,io_pins,7,
power,power_switching,59.8,µW
synth,yosysChipArea,171,µm²
final_timing,slew_headroom,87.0,%
finish,nFillCells,408,
power,vdd_drop_max,538,µV
power,power_frac_clock,53.7,%
critical_path,worst_setup_path_start_kind,"flip-flop",
finish,reg.largest.list,"cnt_tmp: 4 flops",
routing,firstDrtPassIters,3,
routing,avgViaCountPerCell,2.41,
placed_design,dp_hpwl,415,µm
critical_path,worstPathArrival,1030,ps
final_timing,rsz0062_at_grt,"true",
finish,largest_reg_flops,4,
synth,synth.avg_cell_area,11.4,µm²
floorplanning,coreArea,0.00342,mm²
finish,area_growth,143,%
floorplanning,chipWidth,80,µm
floorplanning,fp_util,5.02,%
power,p_int,273,µW
global_routing,antenna_found_initial,0,
placed_design,gp_congestion,0.715,
power,power_frac_comb,1.8,%
routing,ant_nets,0,
synth,syn_area,171,µm²
cts,ctsHoldBuffers,0,
power,pwr_density_cell,799,mW/mm²
routing,dr_total_vias,195,
final_timing,min_period,1250,ps
final_timing,maxClockFrequency,0.801,GHz
routing,n_antenna_cell,0,
placed_design,place_area,319,µm²
floorplanning,die-area,0.00640,mm²
finish,drive_gt1_share,68.6,%
final_timing,hold_violations,0,
final_timing,fin_setup_tns,-215,ps
routing,drt_iter0_drc,2,
run,max-cap-violations,0,
final_timing,whs,192,ps
cts,cts_tree,"done",
floorplanning,die_height,80,µm
global_routing,grt_pass1_vias,190,
final_timing,finClkSkew,6.03,ps
global_routing,grt_pass1_wl,959,µm
final_timing,setup_ws,-148,ps
cts,cts_buffer_depth,2,
global_routing,grt_max_degree,6,
placed_design,portBuffers,6,
critical_path,crit_required,880,ps
synth,yosys_register_bits,4,
floorplanning,row_count,21,
final_timing,worst_pin_slew,194,ps
synth,ys_seq_share,58.4,%
global_routing,gr-total-overflow,0,
synth,ys_types,11,
synth,yosys_cells,15,
run,tool_warnings,27,
final_timing,fin_crit_sh,113,%
power,power_leakage,0.000194,µW
cts,clk_latency,230,ps
power,seq_power_share,44.5,%
cts,numCtsBuffers,3,
global_routing,grt_usage,2.02,%
critical_path,crit_path_max_fanout,2,
placed_design,dp_slack,-360,ps
synth,syn_inst,15,
cts,cts_sinks,4,
cts,clk_pin_slew,40,ps
routing,wl_per_cell,7.41,µm
-- critical path, cell delays in order, from the launching register on --
cell     delay, ps
dfrtp_1        410
nor2b_4        120
nor3b_2        150
buf_2          120
-- metal layers --
| metal | vias up | share of wire, % | GRT usage, % |
|---|---|---|---|
| li1 | 92 | - | - |
| met1 | 92 | 56 | 3.01 |
| met2 | 9 | 33 | 2.17 |
| met3 | 2 | 8.5 | 1.59 |
| met4 | 0 | 2.0 | 0.176 |
| met5 | - | 0 | 0 |
-- cell usage in the layout, fill, tap and decap left out, drive strengths merged --
| master | n |
|---|---|
| inv | 2 |
| buf | 16 |
| nand2 | 1 |
| nor3b | 1 |
| xnor2 | 1 |
| nor2b | 1 |
| dfrtp | 4 |
| clkdlybuf4s50 | 1 |
| clkbuf | 3 |
| nor3 | 1 |
| nor2 | 1 |
| o21ai | 1 |
| mux2 | 1 |
| a221o | 1 |
-- repair_timing --
item                       CTS  global route
setup endpoints to repair    5             4
cloned                       0             0
buffers inserted             7             0
pin swaps                    0             2
resized                     24             4
-- path summary, 6_finish.rpt --
kind | slack [ps] | end | cells past startpoint | startpoint
min in group clk0 | 560 | cnt_tmp[0]$_DFF_PN0_ | 2 | cnt_tmp[0]$_DFF_PN0_
min | 190 | cnt_tmp[3]$_DFF_PN0_ | 1 | rstn
max reg2reg | -70 | cnt_tmp[3]$_DFF_PN0_ | 5 | cnt_tmp[2]$_DFF_PN0_
min reg2reg | 560 | cnt_tmp[0]$_DFF_PN0_ | 2 | cnt_tmp[0]$_DFF_PN0_
max | -150 | cout | 3 | cnt_tmp[2]$_DFF_PN0_
max in group asynchronous | 730 | cnt_tmp[0]$_DFF_PN0_ | 1 | rstn
-- area by class of cell --
type	instances	area (µm²)	area share, %
Sequential cell	4	100	24.0
Timing Repair Buffer	17	149	35.7
Clock buffer	3	22.5	5.41
Tap cell	46	57.6	13.8
Inverter	2	10.0	2.40
Multi-Input combinational cell	9	77.6	18.6
-- power by group through the flow --
stage | Sequential (µW) | Combinational [µW] | Clock [µW]
after CTS | 148 | 6.14 | 184
after global routing | 148 | 6.42 | 202
final | 148 | 5.97 | 179
-- synthesized netlist by cell type (all sizes together) --
master,n,area (µm²)
dfrtp,4,100
inv,2,7.51
a221o,1,10.0
mux2,1,11.3
nand2,1,3.75
nor2,1,3.75
nor2b,1,8.76
nor3,1,5.00
nor3b,1,7.51
o21ai,1,5.00
xnor2,1,8.76
-- cell families after synthesis --
| group | Yosys count | synth area share [%] |
|---|---|---|
| XOR/XNOR | 1 | 5.11 |
| AND-OR/OR-AND | 2 | 8.76 |
| flip-flops | 4 | 58.4 |
| multiplexers | 1 | 6.57 |
| AND/OR/NAND/NOR | 5 | 16.8 |
| buffers and inverters | 2 | 4.38 |
-- per-stage QoR --
step,std cells,utilization [%],total power [µW]
final,81,12.2,333
after global routing,81,12.2,356
after CTS,81,11.7,338
after detailed placement,71,9.34,156
after global placement,71,9.34,156
after floorplan,15,-,150
Power figures rest on the tool's default switching activity, not on a simulated workload.
