===== ./run.sh =====
#!/bin/bash
# OpenROAD 26Q1-2900-gdf79404cd8, Yosys 0.63+post, stock flow scripts
make -C /OpenROAD-flow-scripts/flow DESIGN_CONFIG=/design/flow/config.mk WORK_HOME=/design/flow/orfs finish

===== ./design.v =====
`timescale 1s/1s
module led (
    input   clk,
    input   rst_n,
    output  red,
    output  green,
    output  yellow
    );
reg[4:0] cnt;
always@(posedge clk or negedge rst_n) 
begin
    if (!rst_n) begin
        cnt <= 8'h00;
    end else begin
        cnt <= cnt + 1'b1;
    end
end
parameter ST_IDLE = 3'b000;
parameter ST_R    = 3'b001;
parameter ST_G    = 3'b010;
parameter ST_Y    = 3'b100;
reg[2:0]  status;
always@(posedge clk or negedge rst_n) 
begin
    if (!rst_n) begin
        status <= ST_IDLE;
    end else begin
        case (cnt)
        8'd00: begin status <= ST_G; end
        8'd15: begin status <= ST_Y; end
        8'd18: begin status <= ST_R; end
        endcase
    end
end
assign red    = (status==ST_R);
assign green  = (status==ST_G);
assign yellow = (status==ST_Y);
endmodule

===== ./constraint.sdc =====
current_design led

set clk_period 2.7
set clk_io_pct 0.2

create_clock -name clk0 -period $clk_period [get_ports {clk}]

set non_clock_inputs [all_inputs -no_clocks]
set_input_delay [expr $clk_period * $clk_io_pct] -clock clk0 $non_clock_inputs
set_output_delay [expr $clk_period * $clk_io_pct] -clock clk0 [all_outputs]

===== ./config.mk =====
export PLATFORM = sky130hd
export DESIGN_NAME = led
export DESIGN_NICKNAME = led
export VERILOG_FILES = /design/flow/design.v
export SDC_FILE = /design/flow/constraint.sdc
export NUM_CORES = 4
export LEC_CHECK = 1
export CORE_AREA = 10 10 70 70
export DIE_AREA = 0 0 80 80

==> results.cfg <==
; generated from flow reports
[sta]
period_used_share = 0.5915
rsz0062_at_grt = false
report.final.slew_viol_count = 0
slew-limit-headroom = 0.7584
maxClockFrequency_mhz = 626.2
setup_viol = 0
finalWorstPathRequiredPeriod_ns = 1.597
measured_slew_at_the_worst_slew_check_pin_ns = 0.3613
finalHoldViolCount = 0
timing.setup.tns_ns = 0
final_ws_setup_ns = 1.103
fin_skew_ns = 0.008199

[synthesis]
ys_seq_frac = 0.5424
synth_largest_type_area_fraction = 0.5424
synth-area-yosys_sq_um = 369.1
area_leaders = sky130_fd_sc_hd__dfrtp_1 (54%), sky130_fd_sc_hd__ha_1 (14%), sky130_fd_sc_hd__a32o_2 (6.1%)
syn_area_sq_um = 369.1
syn-mean-instance-area_sq_um = 14.20
synth_warnings = 1
top_area_cell = sky130_fd_sc_hd__dfrtp_1
ys_cells = 26
number_of_register_bits_inferred_by_synthesis = 8
synth_cell_type_count = 12
postSynthCellCount = 26

[floorplanning]
area_of_the_chip_sq_um = 6400
dieWidth_um = 80
core_area_sq_um = 3416
y_dimension_of_the_die_um = 80
initial_cell_density_of_the_core = 0.1081
rows = 21
io_pins = 5

[critical_path]
worst-setup-path-type = reg -> out
crit_slowest_cell = sky130_fd_sc_hd__clkdlybuf4s50_1
critPathCaptureType = primary output
worst-path-buf-inv = 1
worst_path_dominant_cell_family = buffers and inverters
cpPeakStageDelay_ns = 0.46
cp.arrival_ns = 1.06
crit_path_cell_trace = clkdlybuf4s50_1
critical_path_maximum_fanout = 2
worst_ep_required_time_ns = 2.16
worstSetupStartpointType = flop

[cts]
ctsRootBufferMaster = sky130_fd_sc_hd__clkbuf_4
tritoncts = yes
numCtsBuffers = 3
post-cts-setup-buffers = 0
postCtsResizedCells = 0
clk_pin_slew_ns = 0.05
cts_hold_buffers = 0
clock_sink_count = 8
cts_h_tree_depth = 1
cts.path.max_buffers = 2
clock_latency_ns = 0.25

[routing]
drt-vias-per-instance = 2.734
routed-via-count = 216
antennaDiodeCount = 0
met2RoutedLength_um = 245
drcViolationCount = 0
wire_per_inst_um = 7.177
met1Wirelength_um = 259
top_layer_used = met3
drt_pre_antenna_iters = 2
antenna_left = 0
wirelength_um = 567
drt_first_iter_violations = 9
met3RoutedLength_um = 62

[layout]
drive_above_1_share = 0.2424
lay_top_count = sky130_fd_sc_hd__dfrtp_1
layout.core_utilization = 0.1432
flow.area_growth_from_synthesis_pct = 32.54
layout_top_cells_excl_fill_tap = sky130_fd_sc_hd__dfrtp_1 (8), sky130_fd_sc_hd__inv_1 (4), sky130_fd_sc_hd__ha_1 (4), sky130_fd_sc_hd__clkdlybuf4s50_1 (4), sky130_fd_sc_hd__clkbuf_4 (3)

[global_route]
grt_antenna_before_repair = 0
overflow = 0
grt_pass1_wl_um = 938
grt_start_max_net_pins = 9
grt_util_all_layers = 0.01843
grt_pass1_vias = 211

[pwr]
leakagePower_uw = 0.0002270
power-per-cell-area_nw_per_um2 = 431.6
ir_drop_uv = 120.5

[run]
openroad.warnings = 27
timing.max_cap.violations = 0

[placed_design]
gpl.final_weighted_congestion = 0.7406
io_buffers = 4
place_worst_setup_slack_ns = 1.349

[hold_path]
min_path_type = reg -> reg

[outcome]
run_status = finished, final reports clean
-- cells in the mapped netlist, drive strengths merged --
master and number:
a21o 1, a22oi 1, a32o 2, and3 1
dfrtp 8, ha 4, inv 4, mux2 1
nand3 1, nor2 1, xnor2 1, xor2 1
-- worst paths after layout --
| kind | from | to | slack, ns | cells past startpoint |
|---|---|---|---|---|
| setup / recovery | status[1] | yellow | 1.10 | 1 |
| hold / removal | status[1] | status[1] | 0.48 | 1 |
| setup reg to reg | cnt[0] | status[3] | 1.34 | 5 |
| hold reg to reg | status[1] | status[1] | 0.48 | 1 |
| max in group asynchronous | rst_n | cnt[4] | 1.86 | 1 |
| min in group asynchronous | rst_n | status[1] | 0.57 | 1 |
-- report_power, final --
part	switching, uW	internal (uW)
clock network	36.9	50.6
logic	2.22	1.28
registers	0	120
-- sequential cells by signal, indices dropped and copies added (netlist names) --
| register | count |
|---|---|
| status | 3 |
| cnt | 5 |
-- stage by stage --
step | power [uW] | std cells | hold slack [ns] | area, sq um
2_1_floorplan | 122.1 | 26 | 0.2444 | 369.1
3_3_place_gp | 125.8 | 76 | 0.4788 | 466.7
3_5_place_dp | 125.8 | 76 | 0.4829 | 466.7
4_1_cts | 215.8 | 79 | 0.4884 | 489.2
5_1_grt | 224.1 | 79 | 0.5041 | 489.2
6_report | 211.2 | 79 | 0.4779 | 489.2
-- layout make-up --
class	count	area, sq um
Fill cell	390	2927
Sequential cell	8	200.2
Multi-Input combinational cell	14	153.9
Tap cell	46	57.56
Timing Repair Buffer	4	40.04
Clock buffer	3	22.52
Inverter	4	15.01
-- per-layer routing --
metal  GRT usage  vias up
li1            -      105
met4    0.005282        0
met1     0.02580      104
met2     0.02087        7
met5           0        -
met3     0.01364        0
-- cells by family (layout without fill, tap and decap cells) --
group	Yosys count	in the layout	synth area share
fa+ha+maj	4	4	0.1356
buf+inv	4	11	0.04067
simple gates	3	3	0.05421
xor+xnor	2	2	0.04747
flops	8	8	0.5424
mux	1	1	0.04067
compound gates	4	4	0.1390
Power figures rest on the tool's default switching activity, not on a simulated workload.
